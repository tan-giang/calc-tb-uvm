$ cat run.sh
#!/bin/bash
# OpenROAD 26Q1-2900-gdf79404cd8, Yosys 0.63+post, stock flow scripts
make -C /OpenROAD-flow-scripts/flow DESIGN_CONFIG=/design/flow/config.mk WORK_HOME=/design/flow/orfs finish
$ cat config.mk
export PLATFORM = sky130hd
export DESIGN_NAME = alu_input_stage
export DESIGN_NICKNAME = alu_input_stage
export VERILOG_FILES = /design/flow/design.v
export SDC_FILE = /design/flow/constraint.sdc
export NUM_CORES = 4
export LEC_CHECK = 1
export CORE_AREA = 10 10 157 157
export DIE_AREA = 0 0 167 167
$ cat constraint.sdc
current_design alu_input_stage

set clk_period 1.5
set clk_io_pct 0.2

create_clock -name clk0 -period $clk_period

set non_clock_inputs [all_inputs -no_clocks]
set_input_delay [expr $clk_period * $clk_io_pct] -clock clk0 $non_clock_inputs
set_output_delay [expr $clk_period * $clk_io_pct] -clock clk0 [all_outputs]
$ cat design.v
module alu_input_stage (alu_data1, alu_data2, hold1_data1, hold1_data2, hold2_data1, hold2_data2, hold3_data1, hold3_data2, hold4_data1, hold4_data2, prio_alu_in_cmd, prio_alu_in_req_id);
   output [0:63] alu_data1, alu_data2;
   wire [0:63] 	 alu_data1, alu_data2;
   input [0:31]  hold1_data1, hold1_data2, 
		 hold2_data1, hold2_data2, 
		 hold3_data1, hold3_data2, 
		 hold4_data1, hold4_data2;
   input [0:3] 	 prio_alu_in_cmd;
   input [0:1] 	 prio_alu_in_req_id;
   assign alu_data1[32:63] =
	  prio_alu_in_req_id[0:1] == 2'b00 ? hold1_data1[0:31] :
	  prio_alu_in_req_id[0:1] == 2'b01 ? hold2_data1[0:31] :
	  prio_alu_in_req_id[0:1] == 2'b10 ? hold3_data1[0:31] :
	  prio_alu_in_req_id[0:1] == 2'b11 ? hold4_data1[0:31] :
	  32'b0;
   assign alu_data2[32:63] =
	  prio_alu_in_req_id[0:1] == 2'b00 ? hold1_data2[0:31] :
	  prio_alu_in_req_id[0:1] == 2'b01 ? hold2_data2[0:31] :
	  prio_alu_in_req_id[0:1] == 2'b10 ? hold3_data2[0:31] :
	  prio_alu_in_req_id[0:1] == 2'b11 ? hold4_data2[0:31] :
	  32'b0;
   assign alu_data1[0:31] = 32'b0;
   assign alu_data2[0:31] = 32'b0;
endmodule  
==> job_summary.md <==
## Synthesis and layout report

| Metric | Value |
|---|---|
| DPL Wire Length | 13040 µm |
| Seq share, synth | 0 |
| Routability cong. | 0.8392 |
| Tmin final | 1700 ps |
| Die H | roughly 170 µm |
| Psw | 0.3389 mW |
| Via-to-Cell Ratio | ~3.5 |
| Clock Power Share | 0 |
| Peak Freq | roughly 0.59 GHz |
| Synth area leader | mux4_2 |
| Die width | roughly 170 µm |
| Tool Warnings | 38 |
| Detailed-route DRC error count | 0 |
| Port Buf Inserts | 322 |
| Max-area cell share | 0.6413 |
| Sw Share | 0.2468 |
| Status | finished, violations left |
| Synth unique cells | 8 |
| Pleak | between 2 and 2.5 nW |
| Hold EP | alu_data2[34] |
| Layout cells sized above 1 | 0.3402 |
| Final wirelength | ~15000 µm |
| Clk_buf instances | 0 |
| Register area | 0 µm² |
| Setup crit start kind | primary input |
| Hold crit path type | primary input to output pin |
| Final std cell area, no fill | 5497 µm² |
| MaxCap Viol Count | 0 |
| Hold_sp | hold4_data2[2] |
| Slew Viols, Final | 0 |
| P_int | 1.034 mW |
| First-pass DRT Iterations | 6 |
| Failing checks | negative setup slack |
| Final hold viol count | 0 |
| Mapped cell area | 2107 µm² |
| Sequential power share | 0 |
| Area growth syn-to-layout | 160.9% |
| Starting Density | 0.09960 |
| Dpl cells | around 740 |
| Peak supply drop | ~0.00012 V |
| Detailed router's first-iteration violation count | 110 |
| Crit Path Max Fanout | 5 |
| Antenna-violating nets left | 0 |
| Comb power frac | 1.000 |
| WL/cell | around 20 µm |
| Setup ws final | -200.4 ps |
| Yosys stat cell total | 143 |
| Critical path capture point type | output pin |
| Final Hold Slack | 984.4 ps |
| Vias | 2664 |
| Global Route Usage Sum | 0.1008 |
| Crit path DRT | between 1000 and 1500 ps |
| Pwr/cell area | 249.8 nW/µm² |
| RSZ-0062 raised after global routing | yes |
| Vias in the first global route | 3145 |
| Worst Path Arrival | 1400 ps |
| Top area cell types | mux4_2 64%, buf_4 23%, buf_12 5.7%, mux4_1 5.0%, buf_2 1.4% |
| DIE AREA | 27890 µm² |
| Most common cell in the netlist | buf_4 |
| Yosys warns | 0 |
| Hold path depth | 3 |
| Boundary pin count | 390 |
| Worst Setup Path Type | primary input to output pin |
| Post-CTS Hold Buffers | 0 |
| Row Count | 53 |
| Top cells by count | 64 x buf_4, 60 x mux4_2, 6 x buf_12, 6 x buf_2, 4 x mux4_1 |
| Finished Layout Cells | 762 |
| Placement Cell Area | approximately 5400 µm² |
| Mapped Cells | 143 |
| Initial antenna violation count | 3 |
| Core Area | 21150 µm² |
| Count of final setup violators | 64 |
| Flop count | 0 |
| Grt ovf | 0 |
| TNS Setup | -7511 ps |
| Mean area per synthesized cell | 14.73 µm² |
| Fin crit share | 1.134 |
| Global-route wire length before repair | 21290 µm |
| Yosys Chip Area | ~2100 µm² |
| Largest net degree at the start of global routing | 38 |
stage by stage:
| step | util | setup slack [ps] | power, mW |
|---|---|---|---|
| 3_5_place_dp | 0.2559 | -553.5 | 1.492 |
| 5_1_grt | 0.2597 | -244.5 | 1.481 |
| 4_1_cts | 0.2588 | -230.2 | 1.427 |
| 6_report | 0.2598 | -200.4 | 1.373 |
| 3_3_place_gp | 0.2559 | -550.8 | 1.491 |
| 2_1_floorplan | - | 114.7 | 0.4954 |
layout by cell type, fill, tap and decap left out, drive strengths merged:
cell / count
buf: 101
clkdlybuf4s50: 168
conb: 64
diode: 2
dlygate4sd2: 69
dlymetal6s2s: 19
mux4: 64
logic make-up after synthesis:
| group | Yosys count | share of synthesized area |
|---|---|---|
| buffers and inverters | 78 | 0.3070 |
| multiplexers | 64 | 0.6912 |
| other | 1 | 0.001780 |
layer usage:
| layer | part of all wire | global-route usage | wire length (µm) | vias to the layer above |
|---|---|---|---|---|
| li1 | - | - | - | 1169 |
| met1 | 0.39 | 0.1249 | 5997 | 1258 |
| met2 | 0.48 | 0.1677 | 7324 | 229 |
| met3 | 0.12 | 0.04345 | 1809 | 6 |
| met4 | 0.0060 | 0.005346 | 91 | 2 |
| met5 | 0.0011 | 0 | 17 | - |
what timing repair did:
item,in CTS,in global routing
endpoints found under the setup margin,64,64
setup buffers,20,1
gates resized,315,22
cloned,5,0
power groups by stage:
| stage | Sequential (mW) | Clock, mW | Combinational, mW |
|---|---|---|---|
| final | 0 | 0.000000179 | 1.37 |
| after global routing | 0 | 0.0000000892 | 1.48 |
| after CTS | 0 | 0 | 1.43 |
worst max path at each step:
stage / start / end / slack [ps] / cells after the start
after CTS: prio_alu_in_req_id[1] / alu_data1[44] / -230 / 6
after global routing: prio_alu_in_req_id[1] / alu_data1[61] / -240 / 6
final: prio_alu_in_req_id[1] / alu_data2[57] / -200 / 6
worst max-delay path, cell delays in order:
cell    delay, ps
buf_16        110
buf_8         120
buf_16        120
buf_8         100
mux4_2        500
buf_2         140
cell type report:
cell class / count / area [µm²]
antenna: 2 / 5.005
fill: 2242 / 15660
multi-input combinational: 128 / 1682
tap: 275 / 344.1
timing repair buffer: 357 / 3466
Power is estimated from default activity; no workload was simulated.
